--- design/flow/run.sh ---
#!/bin/bash
# OpenROAD 26Q1-2900-gdf79404cd8, Yosys 0.63+post, stock flow scripts
make -C /OpenROAD-flow-scripts/flow DESIGN_CONFIG=/design/flow/config.mk WORK_HOME=/design/flow/orfs finish
--- design/flow/config.mk ---
export PLATFORM = sky130hd
export DESIGN_NAME = mux_16x1
export DESIGN_NICKNAME = mux_16x1
export VERILOG_FILES = /design/flow/design.v
export SDC_FILE = /design/flow/constraint.sdc
export NUM_CORES = 4
export LEC_CHECK = 1
export CORE_AREA = 10 10 70 70
export DIE_AREA = 0 0 80 80
--- design/flow/constraint.sdc ---
current_design mux_16x1

set clk_period 1.7
set clk_io_pct 0.2

create_clock -name clk0 -period $clk_period

set non_clock_inputs [all_inputs -no_clocks]
set_input_delay [expr $clk_period * $clk_io_pct] -clock clk0 $non_clock_inputs
set_output_delay [expr $clk_period * $clk_io_pct] -clock clk0 [all_outputs]
--- design/flow/design.v ---
module mux_2x1(input[1:0]a,input sel,output reg  y);
always @(*)begin
case (sel)
1'b0:y=a[0];
1'b1:y=a[1];
endcase
end
endmodule
module mux_4x1 (input [3:0]a,input [1:0]sel,output reg y);
always @(*)begin
case (sel)
2'b00:y=a[0];
2'b01:y=a[1];
2'b10:y=a[2];
2'b11:y=a[3];
endcase
end
endmodule
module mux_16x1(input[15:0]a,input[3:0]sel,output wire  y);
wire w1,w2,w3,w4,q1,q2;
mux_4x1 m1 (.a(a[3:0]),   .sel(sel[1:0]), .y(w1));
mux_4x1 m2 (.a(a[7:4]),   .sel(sel[1:0]), .y(w2));
mux_4x1 m3 (.a(a[11:8]),  .sel(sel[1:0]), .y(w3));
mux_4x1 m4 (.a(a[15:12]), .sel(sel[1:0]), .y(w4));
mux_2x1 m5 (.a({w2, w1}), .sel(sel[2]), .y(q1));
mux_2x1 m6 (.a({w4, w3}), .sel(sel[2]), .y(q2));
mux_2x1 m7 (.a({q2, q1}), .sel(sel[3]), .y(y));
endmodule
==> flow_metrics.py <==
# Synthesis and PnR figures
metrics = {
    "placement": {
        "port_buffers": 21,
        "globalplace.congestion": 0.771,
        "pre_cts_slack_ns": -0.746,
        "dpl_cell_area_sq_um": 423,
    },
    "timing": {
        "relSlewSlack_pct": 86.0,
        "rsz0062_at_grt": "yes",
        "period_minus_slack_ns": 1.66,
        "slew_viol_final": 0,
        "hold_ws_ns": 1.16,
        "period_used_pct": 97.5,
        "final.setup.worst_slack_ns": 0.0423,
        "finalSetupViolations": 0,
        "clock.fmax_ghz": 0.603,
        "hold_viol": 0,
        "worst_pin_slew_ns": 0.209,
    },
    "finish": {
        "drive_gt1_share_pct": 51.4,
        "fin_area_sq_um": 397,
        "register_area_sq_um": 0,
        "flops": 0,
        "syn2layout_area_growth_pct": 176,
        "fillers": 398,
        "nClkBuffers": 0,
        "finish.utilization_pct": 11.6,
    },
    "job": {
        "tool_warnings": 33,
        "max-cap-violations": 0,
    },
    "drt": {
        "num_vias": 212,
        "ant_nets": 0,
        "drtIter0Drc": 4,
        "dr.pass1.iters": 2,
        "viasPerCell": 2.62,
        "drcViolationCount": 0,
        "avgRoutedWirePerCell_um": 10.0,
        "finalWirelength_um": 811,
        "n_antenna_cell": 0,
    },
    "grt": {
        "antenna_found_initial": 0,
        "grt_max_degree": 5,
        "grt-ovfl-total": 0,
        "grt_pass1_wl_um": 1250,
        "first_global_vias": 247,
        "grt_use_total_pct": 2.48,
    },
    "synth": {
        "syn-cell-area_sq_um": 144,
        "avgSynthCellArea_sq_um": 12.0,
        "topCombFamilyByArea": "multiplexers",
        "xor_share_pct": 0,
        "ys_seq_share_pct": 0,
        "yosys-top-cells-area": "mux4_1 (37%), mux4_2 (16%), mux2i_1 (14%), buf_6 (7.8%), o221ai_1 (6.1%)",
        "synth_cell_type_count": 10,
        "yosysCellCount": 12,
        "synth_warnings": 2,
        "ys_chip_area_sq_um": 144,
        "syn_inst": 12,
        "top_area_share_pct": 36.5,
        "simple_gate_share_pct": 6.96,
        "muxShareOfSynthArea_pct": 66.1,
        "synthAdderAreaFrac_pct": 0,
        "synthAoiAreaFrac_pct": 19.1,
        "top_area_cell": "mux4_1",
    },
    "power_and_ir_drop": {
        "power_leakage_nw": 0.165,
        "p_per_area_nw_per_um2": 201,
        "ir_drop_uv": 72.4,
    },
    "floorplanning": {
        "placementRows": 21,
        "die_w_um": 80,
        "dieArea_sq_um": 6400,
        "die.size.y_um": 80,
        "ios": 21,
        "fp.coreArea_sq_um": 3420,
        "fp_util_pct": 4.21,
    },
    "critical_path": {
        "cp-end-kind": "output port",
        "cp.arrival_ns": 1.32,
        "critical_path.max_fanout": 1,
        "cp_slowest_cell": "mux4_2",
        "max_stage_delay_ns": 0.50,
        "cp-start-kind": "input pin",
        "cp-endpoint": "y",
        "path_cells": "clkdlybuf4s15_1 -> mux4_2 -> o32ai_2 -> a21oi_1 -> buf_2",
        "path_class": "in -> out",
        "required_ns": 1.36,
        "critPathLaunch": "a[11]",
    },
    "clocking": {
        "post_cts_buffers": 0,
        "hold_buffers": 0,
    },
    "status": {
        "outcome": "finished, final reports clean",
    },
    "min_path": {
        "min_delay_path_depth": 4,
        "holdCritPathClass": "in -> out",
    },
}
cells in the final DEF, fill, tap and decap left out:
cell type	count
clkdlybuf4s15_1	6
nand2b_1	1
buf_4	3
buf_6	2
mux2i_1	2
o221ai_2	1
a21oi_1	1
dlygate4sd2_1	5
nand2_1	1
clkbuf_2	2
o21ai_2	1
dlymetal6s2s_1	1
o32ai_2	1
mux4_2	3
buf_2	5
critical path, delay by kind of cell:
kind | cells | cell delay (ns)
compound gates | 2 | 0.20
buf+inv | 2 | 0.28
mux | 1 | 0.50
synth_stat cells:
cell / n
mux4_1: 2
mux2i_1: 2
nand2_1: 1
buf_6: 1
mux4_2: 1
a21oi_1: 1
nand2b_1: 1
o21ai_1: 1
o221ai_1: 1
o32ai_1: 1
worst min-delay path by stage:
stage	slack, ns	end	from
6_report	1.16	y	sel[3]
5_1_grt	1.21	y	sel[3]
4_1_cts	1.21	y	sel[2]
report_power, final:
part	internal (mW)	switching (mW)
Sequential	0	0
Clock	0	0
Combinational	0.0527	0.0269
metal layers:
layer,GRT usage (%),wire [um]
met5,0,0
met3,2.05,170
met1,4.21,500
met4,0,0
met2,2.09,139
final cells by class:
type,count,area [sq um],area share [%]
multi-input combinational,11,143,36.0
tap,46,57.6,14.5
timing repair buffer,24,196,49.5
per-stage QoR:
step,total power [mW],std cells,setup TNS (ns)
floorplan,0.0261,12,0
finish,0.0796,81,0
global route,0.0865,81,-0.0198
CTS,0.0790,81,0
global placement,0.0866,81,-0.744
detailed placement,0.0880,81,-0.746
repair_timing:
item	4_1_cts	5_1_grt
pin swaps	4	3
endpoints found under the setup margin	1	1
resized	50	5
cells by family after synthesis:
family / after synthesis
mux: 5
simple gates: 2
compound gates: 4
buf+inv: 1
No activity file was given, so power comes from the tool's default toggle rates.
