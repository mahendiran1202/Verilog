==> ./design.v <==
module encoder16x4(
input [15:0]a,
output reg  [3:0]b);
always @(*)begin
case(a)
16'b0000000000000001:b=4'b0000;
16'b0000000000000010:b=4'b0001;
16'b0000000000000100:b=4'b0010;
16'b0000000000001000:b=4'b0011;
16'b0000000000010000:b=4'b0100;
16'b0000000000100000:b=4'b0101;
16'b0000000001000000:b=4'b0110;
16'b0000000010000000:b=4'b0111;
16'b0000000100000000:b=4'b1000;
16'b0000001000000000:b=4'b1001;
16'b0000010000000000:b=4'b1010;
16'b0000100000000000:b=4'b1011;
16'b0001000000000000:b=4'b1100;
16'b0010000000000000:b=4'b1101;
16'b0100000000000000:b=4'b1110;
16'b1000000000000000:b=4'b1111;
default b=4'b000;
endcase
end
endmodule
==> ./run.sh <==
#!/bin/bash
# OpenROAD 26Q1-2900-gdf79404cd8, Yosys 0.63+post, stock flow scripts
make -C /OpenROAD-flow-scripts/flow DESIGN_CONFIG=/design/flow/config.mk WORK_HOME=/design/flow/orfs finish
==> ./config.mk <==
export PLATFORM = sky130hd
export DESIGN_NAME = encoder16x4
export DESIGN_NICKNAME = encoder16x4
export VERILOG_FILES = /design/flow/design.v
export SDC_FILE = /design/flow/constraint.sdc
export NUM_CORES = 4
export LEC_CHECK = 1
export CORE_AREA = 10 10 70 70
export DIE_AREA = 0 0 80 80
==> ./constraint.sdc <==
current_design encoder16x4

set clk_period 3.7
set clk_io_pct 0.2

create_clock -name clk0 -period $clk_period

set non_clock_inputs [all_inputs -no_clocks]
set_input_delay [expr $clk_period * $clk_io_pct] -clock clk0 $non_clock_inputs
set_output_delay [expr $clk_period * $clk_io_pct] -clock clk0 [all_outputs]
==> results.json <==
{
  "period_used_share": 0.9760,
  "grt.overflow.total": 0,
  "die_w_um": 80,
  "yosys_warnings": 1,
  "internal-power_w": 0.00002825,
  "grt_pass1_vias": 470,
  "tool_warnings": 32,
  "rows": 21,
  "fp.dieH_um": 80,
  "antenna_found_initial": 0,
  "setup_violations": 0,
  "grt_pass1_wl_um": 2145,
  "place_congestion": 0.8292,
  "postSynthCellCount": 55,
  "synth_area_um2": 362.8,
  "fin_util": 0.1941,
  "synth.avg_cell_area_um2": 6.597,
  "cts_hold_buf": 0,
  "area_delta_synth_final_pct": 82.76,
  "p_leak_nw": 0.1853,
  "holdCritPathClass": "in2out",
  "yosys-stat-area_um2": 362.8,
  "logic_area_um2": 360.3,
  "fp_util": 0.1062,
  "n_clock_buffer": 0,
  "ant_nets": 0,
  "grt_setup_unrepaired": "false",
  "ys_sh_xor": 0.1207,
  "routed_wl_um": 1363,
  "coreArea_um2": 3416,
  "min_period_ns": 3.611,
  "post_drt_via_cell_ratio": 4.080,
  "p_switching_w": 0.00002307,
  "n_antenna_cell": 0,
  "status": "complete, no violations",
  "portBuffers": 20,
  "seq_cells": 0,
  "wl_per_cell_um": 10.90,
  "p_per_area_nw_per_um2": 77.39,
  "slew-limit-headroom": 0.7200,
  "yosys.area_share.aoi": 0.3241,
  "worst_setup_path_end_kind": "primary output",
  "dr.pass1.iters": 4,
  "die-area_um2": 6400,
  "drive_gt1_frac": 0.1519,
  "fmax_mhz": 276.9,
  "synth.cellmix.simpleShare": 0.5138,
  "fa_ha_area_frac": 0,
  "worstMarginPinSlew_ns": 0.4162,
  "required_ns": 2.96,
  "num_vias": 510,
  "arrival_ns": 2.87,
  "clock_power_share": 0,
  "crit_path_start_kind": "input pin",
  "ioPinCount": 20,
  "dp_hpwl_um": 1158,
  "mux_area_frac": 0,
  "crit_fanout": 3,
  "seq_area_um2": 0,
  "logic_family": "simple AND/OR/NAND/NOR gates",
  "swShare": 0.4495,
  "drcViolationCount": 0,
  "whs_path_depth": 5,
  "yosys-stat-cells": 55,
  "grt_max_degree": 9,
  "grt_use_total": 0.03994,
  "n_fill_cell": 390,
  "yosys.cell_types.count": 25,
  "finalHoldViolCount": 0,
  "maxCapViolations": 0,
  "tns_ns": 0,
  "worst_hold_slack_ns": 2.564,
  "postSynthSeqShare": 0,
  "vdd_drop_max_mv": 0.02591,
  "pwr-share-seq": 0,
  "slew_viol_final": 0,
  "pwr-share-comb": 1.000,
  "first_iter_violations": 34,
  "criticalPathCategory": "in2out"
}
## critical path, stage by stage
cell and delay [ns]:
clkdlybuf4s50_1 0.42, or4_4 0.57, or4_4 0.50, a31oi_2 0.15, clkdlybuf4s50_1 0.49
## metrics by stage
stage	power [W]	cells	instance area [µm²]	setup slack, ns
after global placement	0.00004946	125	650.6	0.09670
after floorplan	0.00001897	55	362.8	1.040
after global routing	0.00005627	125	663.1	0.02146
after CTS	0.00005074	125	650.6	0.08056
after detailed placement	0.00005050	125	650.6	0.09878
final	0.00005132	125	663.1	0.08885
## cells in the mapped netlist (all sizes together) (2+ instances only)
| library cell | number | area share |
|---|---|---|
| a21oi | 2 | 0.028 |
| nand2 | 3 | 0.031 |
| nand2b | 2 | 0.034 |
| nand3 | 2 | 0.028 |
| nor2 | 6 | 0.062 |
| nor3 | 2 | 0.028 |
| nor4 | 3 | 0.052 |
| nor4b | 5 | 0.12 |
| o21ai | 10 | 0.14 |
| or4 | 2 | 0.062 |
| or4b | 2 | 0.055 |
| xor2 | 4 | 0.097 |
## placed cells by master, fill, tap and decap left out, drive strengths merged, types with 2 or more instances in the layout
cell type       n
a21oi           2
o21ai          10
or4b            2
nor4            3
nand2b          2
buf             6
clkdlybuf4s50  20
nor3            2
nand3           2
xor2            4
nand2           3
nor2            6
nor4b           5
or4             2
## path summary, 6_finish.rpt
| check | start | to | slack [ns] |
|---|---|---|---|
| worst max-delay path | a[13] | b[3] | 0.09 |
| worst min-delay path | a[0] | b[2] | 2.56 |
## cell type report
class / instances / share of cell area
multi-input cells: 53 / 0.5434
well taps: 46 / 0.08679
repair buffers: 26 / 0.3698
## cells by family (layout without fill, tap and decap cells)
family / count (synthesis) / after routing
and+or+nand+nor: 29 / 29
AOI/OAI and AO/OA: 19 / 19
xor gates and xnor gates: 5 / 5
buffers and inverters: 2 / 26
## routing by layer
layer / wire length [µm] / GRT usage / share of wire / vias to the layer above
met1: 716 / 0.06131 / 0.53 / 219
met4: 0 / 0 / 0 / 0
met3: 126 / 0.01250 / 0.092 / 0
met2: 520 / 0.05538 / 0.38 / 18
li1: - / - / - / 273
met5: 0 / 0 / 0 / -
## power groups by stage
stage	logic, W	registers (W)	clock network [W]
final	0.0000513	0	0
after global routing	0.0000563	0	0
after CTS	0.0000507	0	0
## what timing repair did
item | CTS | global route
setup buffers | 0 | 0
endpoints found under the setup margin | 0 | 1
gates resized | 0 | 2
Power and IR drop assume default switching activity.
